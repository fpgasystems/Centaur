**./run.sh**
```bash
#!/bin/bash
# OpenROAD 26Q1-2900-gdf79404cd8, Yosys 0.63+post, stock flow scripts
make -C /OpenROAD-flow-scripts/flow DESIGN_CONFIG=/design/flow/config.mk WORK_HOME=/design/flow/orfs finish
```
**./config.mk**
```make
export PLATFORM = sky130hd
export DESIGN_NAME = job_queue
export DESIGN_NICKNAME = job_queue
export VERILOG_FILES = /design/flow/design.v
export SDC_FILE = /design/flow/constraint.sdc
export NUM_CORES = 4
export LEC_CHECK = 1
export CORE_AREA = 10 10 648 648
export DIE_AREA = 0 0 658 658
```
**./constraint.sdc**
```tcl
current_design job_queue

set clk_period 71.3
set clk_io_pct 0.2

create_clock -name clk0 -period $clk_period [get_ports {clk}]

set non_clock_inputs [all_inputs -no_clocks]
set_input_delay [expr $clk_period * $clk_io_pct] -clock clk0 $non_clock_inputs
set_output_delay [expr $clk_period * $clk_io_pct] -clock clk0 [all_outputs]
```
**./design.v**
```verilog
module job_queue #(parameter POLL_CYCLES = 32) 
	(
    input   wire                                     clk,
    input   wire                                     rst_n,
	input   wire 					                 start_queue,
	input   wire [31:0]                              queue_base_addr,
	input   wire [31:0]                              queue_size,  
        input   wire [15:0]                              queue_poll_rate,
	input   wire                                     queue_reset,
    output  reg  [31:0]                              jq_tx_rd_addr,
    output  reg  [2-1:0]                jq_tx_rd_tag,
    output  reg  						             jq_tx_rd_valid,
    input   wire                                     jq_tx_rd_ready,
    output  reg  [31:0]                              jq_tx_wr_addr,
    output  reg  [2-1:0]                jq_tx_wr_tag,
    output  reg 						             jq_tx_wr_valid,
    output  reg  [511:0]			                 jq_tx_data,
    input   wire                                     jq_tx_wr_ready,
    input   wire [2-1:0]                jq_rx_rd_tag,
    input   wire [511:0]                             jq_rx_data,
    input   wire                                     jq_rx_rd_valid,
    input   wire                                     jq_rx_wr_valid,
    input   wire [2-1:0]                jq_rx_wr_tag,
    output  reg  [511:0]                             job_queue_out,
    output  reg  						             job_queue_valid,
    input   wire                                     job_queue_ready
);
wire                   update_status;
wire  [15:0]           rd_cnt_inc;
reg   [31:0]           numPulledJobs;
reg   [31:0]           numAvailableJobs;
reg   [15:0]           queue_buffer_size;
reg   [15:0]           rd_cnt;
reg   [15:0]           prog_poll_cycles;
reg   [15:0]           poll_count;
reg   [31:0]           queue_struct_base;
reg   [31:0]           queue_buffer_base;
reg   [2:0]            jq_fsm_state;
reg  				   last_req_d1;
reg   [5:0]            rx_rd_tag;
reg   [511:0]          rx_rd_data;
reg                    rx_rd_valid;
reg                    rx_wr_valid;
reg   [7:0]            rx_wr_tag;
reg                    write_response_pending;
reg   [31:0]           lastUpdatedJobs;
reg                    jq_producer_valid;
localparam [2:0]
		CMQ_IDLE_STATE           = 3'b000,
		CMQ_READ_CMD_STATE       = 3'b001,
		CMQ_RECEIVE_STATE        = 3'b010,
		CMQ_PROCESS_STATE        = 3'b011,
		CMQ_CHECK_STATE          = 3'b100,
		CMQ_POLL_STATE           = 3'b101,
		CMQ_POLL_RESP_STATE      = 3'b110;
always@(posedge clk) begin
	if(~rst_n | queue_reset) begin
		rx_rd_tag     <= 0;
    	rx_rd_valid   <= 0;
   	    rx_wr_valid   <= 0;
    	rx_wr_tag     <= 0;
	end
	else begin
		rx_rd_tag     <= jq_rx_rd_tag;
    	rx_rd_data 	  <= jq_rx_data;
    	rx_rd_valid   <= jq_rx_rd_valid;
   	    rx_wr_valid   <= jq_rx_wr_valid;
    	rx_wr_tag     <= jq_rx_wr_tag;
	end 
end 
always @(posedge clk) begin
	if(~rst_n | queue_reset) begin
		numPulledJobs     <= 0;
		numAvailableJobs  <= 0;
		queue_struct_base <= 0;
		queue_buffer_base <= 0;
		queue_buffer_size <= 0;
		jq_fsm_state      <= CMQ_IDLE_STATE;
		poll_count        <= 0;
                prog_poll_cycles  <= 0;
		jq_tx_rd_addr     <= 0;
		jq_tx_rd_valid    <= 0;
		jq_tx_rd_tag      <= 0;
		last_req_d1       <= 0;
		jq_producer_valid <= 0;
		job_queue_valid   <= 0;
		job_queue_out     <= 0;
		rd_cnt            <= 0;
	end 
	else begin
		case (jq_fsm_state)
		    CMQ_IDLE_STATE: begin
		    	jq_fsm_state      <= (start_queue)? CMQ_POLL_STATE : CMQ_IDLE_STATE;
		    	queue_struct_base <= queue_base_addr;
 				queue_buffer_base <= queue_base_addr + queue_size[3:0];
 				queue_buffer_size <= queue_size[31:16];
		    	rd_cnt            <= 0;
                        prog_poll_cycles  <= queue_poll_rate;
		    end
		    CMQ_READ_CMD_STATE: begin   
		    	jq_fsm_state      <=  CMQ_RECEIVE_STATE;
		    	rd_cnt            <= (rd_cnt_inc == queue_buffer_size)? 0 : rd_cnt_inc;
            	jq_tx_rd_valid    <= 1'b1;
        		jq_tx_rd_addr     <= {1'b0,  queue_buffer_base} + {1'b0, rd_cnt};
            	jq_tx_rd_tag      <= 'h2;
				numAvailableJobs  <= numAvailableJobs - 1;
				last_req_d1       <= (numAvailableJobs == 1);     
		    end
		    CMQ_RECEIVE_STATE: begin  
		    	if( jq_tx_rd_ready ) jq_tx_rd_valid <= 1'b0;
		    	jq_fsm_state      <= (rx_rd_valid)? CMQ_PROCESS_STATE : CMQ_RECEIVE_STATE;
		    	numPulledJobs     <= (rx_rd_valid)? numPulledJobs + 1'b1 : numPulledJobs;
		    	job_queue_out     <= rx_rd_data;
		        job_queue_valid   <= (rx_rd_valid)? 1'b1 : 1'b0;
		    end
		    CMQ_PROCESS_STATE: begin  
		    	jq_fsm_state      <= (~job_queue_ready)? CMQ_PROCESS_STATE : 
		    	                     (last_req_d1)?  CMQ_POLL_STATE : CMQ_READ_CMD_STATE;
		    	job_queue_valid   <= (~job_queue_ready)? 1'b1 : 1'b0;
		    end
		    CMQ_CHECK_STATE: begin
		    	jq_fsm_state <= ((numAvailableJobs != 0) & jq_producer_valid)? CMQ_READ_CMD_STATE : CMQ_POLL_STATE;
		    end
		    CMQ_POLL_STATE: begin  
		    	if( poll_count == prog_poll_cycles)  begin
					jq_tx_rd_addr  <= queue_struct_base + 32'h1;
					jq_tx_rd_valid <= 1'b1;
					jq_tx_rd_tag   <= 'h1;
					jq_fsm_state   <= CMQ_POLL_RESP_STATE;
				end 
				poll_count         <= poll_count + 1'b1;
			end
			CMQ_POLL_RESP_STATE: begin
				if( jq_tx_rd_ready ) jq_tx_rd_valid <= 1'b0;
				poll_count         <= 0;
		    	jq_fsm_state       <= (rx_rd_valid)? CMQ_CHECK_STATE : CMQ_POLL_RESP_STATE;
		    	numAvailableJobs   <= (rx_rd_valid)? ((rx_rd_data[63:32] >> 6) - numPulledJobs) : numAvailableJobs;
				jq_producer_valid  <= (rx_rd_valid)? (rx_rd_data[95:64] == 32'h02468ace) : 0;
		    end
		endcase
	end
end
assign rd_cnt_inc = rd_cnt + 1'b1;
always @(posedge clk) begin 
	if(~rst_n | queue_reset) begin
		jq_tx_wr_addr          <= 0;
		jq_tx_wr_valid         <= 0;
		jq_tx_wr_tag           <= 0;
		lastUpdatedJobs        <= 0;
		write_response_pending <= 0;
	end 
	else begin
		write_response_pending <= (write_response_pending)? ~rx_wr_valid : (jq_tx_wr_ready & jq_tx_wr_valid);
		if(jq_tx_wr_ready | ~jq_tx_wr_valid) begin
			if( update_status ) begin
				lastUpdatedJobs <= numPulledJobs;
				jq_tx_data      <= {448'b0, numPulledJobs << 6, numPulledJobs};
				jq_tx_wr_addr   <= queue_struct_base + 32'h2;
				jq_tx_wr_tag    <= 0;
				jq_tx_wr_valid  <= 1'b1;
			end
			else begin
				jq_tx_wr_valid <= 0;
			end
		end
	end
end
assign update_status   = ((numPulledJobs - lastUpdatedJobs) > 0) & ~write_response_pending;
endmodule
```
==> impl_metrics.tcl <==
# place-and-route summary
set metrics [dict create \
    run_status "finished, final reports clean" \
    end_kind "flip-flop" \
    power.density_cell_area_mw_per_mm2 22.6 \
    min_from "rx_rd_data[383]$_DFFE_PN_" \
    number_of_openroad_warnings 51 \
    max-vdd-ir-drop_mv 0.0200 \
    enable_flop_cells 544 \
    design.portCount 1700 \
    cap_viol_max_count 0 \
    post-route-util_pct 19.4 \
    dr_wl_met2_um 126000 \
    drt_pass1_iterations 7 \
    clock.latency.late_pin_ns 0.89 \
    startpoint "queue_reset" \
    vias 40700 \
    worstReg2RegStart "numPulledJobs[16]$_SDFFE_PP0P_" \
    post_synth_instance_area_mm2 0.0567 \
    netlist.top_cell.by_area "sky130_fd_sc_hd__dfxtp_1" \
    cts.root.buffer_cell "sky130_fd_sc_hd__clkbuf_16" \
    cts-htree-levels 4 \
    wl_met1_um 97600 \
    ctsResizeCount 0 \
    yosysMostFrequentCell "sky130_fd_sc_hd__dfxtp_1" \
    grt_pass1_wl_um 352000 \
    critical_path.cell_chain "clkdlybuf4s50_1 > nand2b_4 > buf_12 > buf_4 > buf_4 > buf_4 > buf_4 > nor2_1" \
    finalWorstPathRequiredPeriod_ns 17.97 \
    fp-row-count 234 \
    area_growth_syn_to_layout_pct 39.1 \
    cp_common_cell "sky130_fd_sc_hd__buf_4" \
    ys_async_sr_fraction_pct 0 \
    grt_overflow_total 0 \
    most_frequent_cells_after_synthesis "sky130_fd_sc_hd__dfxtp_1, sky130_fd_sc_hd__nor2_1, sky130_fd_sc_hd__mux2i_1" \
    clockBufferDepth 4 \
    max_clock_freq_ghz 0.0556 \
    route.final.wire_length_um 267000 \
    ys_dominant_reg_cell "sky130_fd_sc_hd__dfxtp_1" \
    die_y_um 658 \
    postSynthRegisterBits 1361 \
    grt_antenna_before_repair 145 \
    ys_top_cells_by_area "sky130_fd_sc_hd__dfxtp_1, sky130_fd_sc_hd__edfxtp_1, sky130_fd_sc_hd__mux2i_1, sky130_fd_sc_hd__buf_4, sky130_fd_sc_hd__nor2_1" \
    tns_ns 0 \
    hold_path_class "flip-flop to flip-flop" \
    timing.reg2reg.worst_path_depth 13 \
    crit_path_max_incr_delay_ns 0.78 \
    number_of_unique_standard_cell_types_used_by_synthesis 79 \
    detail_route.vias_per_cell 3.43 \
    path_delay_family "buffers and inverters" \
    layout.filler_cells 44100 \
    met3_wirelength_um 35900 \
    drive_gt1_share_pct 6.06 \
    netlist.area_leader.share_pct 28.8 \
    hpwlAfterDp_um 217000 \
    power_leakage_nw 26.1 \
    ys_warn_count 1 \
    slew_headroom_pct 41.7 \
    cp.depth 8 \
    yosys-stat-cells 5090 \
    final_setup_violation_count 0 \
    route.detailed.wl_per_inst_um 22.5 \
    drt_iter0_drc 2577 \
    final_critical_path_share_of_the_clock_period_pct 25.2 \
    maximum_fanout_along_the_worst_path 125 \
    post_synth.cell_area_avg_um2 11.1 \
    cts_post_setup_buffers_inserted 0 \
    cts.sink_count 1361 \
    sequential_fraction_of_the_synthesis_area_pct 57.6 \
    rsz0062_at_grt "false" \
    post_cts_hold_buffer_count 0 \
    post-route-cell-area_mm2 0.0789 \
    worst_pin_slew_ns 0.874 \
    fin_hold_viols 0 \
    die_width_um 658 \
    worstPathBufferInverterCount 6 \
    cts_tree "yes" \
    core-area_mm2 0.406 \
    cp_slowest_cell "sky130_fd_sc_hd__buf_4" \
    fp_util_pct 14.0 \
    timing.setup.critical_path_class "input pin to flip-flop" \
    via_count_of_the_first_global_routing_pass 39400 \
    global_route.usage.total_pct 12.0 \
    tally_of_buffers_added_on_design_ports 1227 \
    critical_path_arrival_ns 18.71 \
    clkTransAtPathRegs_ns 0.06 \
    top_layer "met5" \
    setup.worst_path.start_class "input pin" \
    placed_cell_area_mm2 0.0735 \
    largest_net_degree_at_the_start_of_global_routing 126 \
    ant_nets 0 \
    drc_errors 0 \
    slew_violations 0 \
    min_path_cells 2 \
    synth-area-yosys_mm2 0.0567 \
    syn_inst 5090 \
    cts-buffers-inserted 167 \
    floorplan.die_area_mm2 0.433 \
    gp_routability_congestion 0.917 \
    fin_skew_ns 0.0861 \
    critical_path_required_ns 72.03 \
]
[worst register-to-register path, stage by stage, from the launching register on]
cell	delay, ns
sky130_fd_sc_hd__dfxtp_1	0.38
sky130_fd_sc_hd__ha_1	0.47
sky130_fd_sc_hd__nand2_1	0.13
sky130_fd_sc_hd__o21ai_1	0.44
sky130_fd_sc_hd__o32ai_1	0.20
sky130_fd_sc_hd__nor4bb_1	0.52
sky130_fd_sc_hd__o211ai_1	0.21
sky130_fd_sc_hd__nor4_1	0.34
sky130_fd_sc_hd__and4_1	0.37
sky130_fd_sc_hd__and4b_1	0.76
sky130_fd_sc_hd__buf_4	0.40
sky130_fd_sc_hd__nor2_4	0.07
sky130_fd_sc_hd__buf_4	0.29
sky130_fd_sc_hd__a211oi_1	0.40
[layout make-up]
cell class,instances,area (um^2),share of cell area [%]
timing repair buffer,1294,12800,16.2
clock buffer,220,4610,5.84
clock inverter,83,742,0.940
tap,5428,6790,8.61
sequential,1361,32700,41.4
antenna,32,80.1,0.101
multi-input combinational,3340,20800,26.3
inverter,107,409,0.518
[metrics by stage]
stage	hold slack [ns]	instances	power [mW]	setup WS [ns]
2_1_floorplan	0.417	5545	0.914	40.18
3_3_place_gp	0.442	11500	0.956	52.46
3_5_place_dp	0.448	11500	0.956	52.50
4_1_cts	0.441	11800	1.82	53.45
5_1_grt	0.483	11800	1.85	53.15
6_report	0.439	11900	1.79	53.33
[state kept, by name, indices dropped and copies added (netlist names), 2 cells and up]
name               flops
numPulledJobs         32
queue_struct_base     32
poll_count            16
numAvailableJobs      32
job_queue_out        512
lastUpdatedJobs       32
jq_tx_data            32
queue_buffer_base     32
prog_poll_cycles      16
queue_buffer_size     16
jq_tx_wr_addr         32
jq_fsm_state           7
jq_tx_rd_tag           2
jq_tx_rd_addr         32
rx_rd_data           512
rd_cnt                16
[metal layers]
| layer | vias to the layer above | GRT usage (%) |
|---|---|---|
| met2 | 1620 | 19.4 |
| li1 | 19300 | - |
| met3 | 426 | 7.04 |
| met4 | 114 | 2.24 |
| met5 | - | 0 |
| met1 | 19200 | 13.9 |
[final timing paths]
check                                     to  slack (ns)
max reg2reg    jq_tx_wr_addr[1]$_SDFFE_PP0P_       66.22
min          job_queue_out[383]$_SDFFE_PP0P_        0.44
max          job_queue_out[416]$_SDFFE_PP0P_       53.33
min reg2reg  job_queue_out[383]$_SDFFE_PP0P_        0.44
[report_power, final]
group,leakage (nW),switching [mW],internal (mW)
combinational,11.8,0.0421,0.0411
clock,2.60,0.362,0.487
sequential,11.7,0.0192,0.834
total,26.1,0.423,1.36
[cell families (layout without fill, tap and decap cells)]
logic type	Yosys count	in the layout	synth area share, %
AOI/OAI and AO/OA	606	606	7.04
other	1	488	0.00661
DFF	1361	1361	57.6
adders and majority gates	87	87	1.96
muxes	595	595	10.5
and+or+nand+nor	1378	1378	10.6
buffers and inverters	844	1704	8.84
xor gates and xnor gates	218	218	3.38
[cell usage in the layout, fill, tap and decap left out, types with 22 or more instances in the layout]
master,n
sky130_fd_sc_hd__clkdlybuf4s50_1,1227
sky130_fd_sc_hd__dfxtp_1,813
sky130_fd_sc_hd__nor2_1,783
sky130_fd_sc_hd__mux2i_1,588
sky130_fd_sc_hd__edfxtp_1,544
sky130_fd_sc_hd__conb_1,456
sky130_fd_sc_hd__a21oi_1,203
sky130_fd_sc_hd__nand2_1,200
sky130_fd_sc_hd__clkbuf_16,170
sky130_fd_sc_hd__xnor2_1,138
sky130_fd_sc_hd__nand3_1,113
sky130_fd_sc_hd__o21ai_0,112
sky130_fd_sc_hd__inv_1,106
sky130_fd_sc_hd__ha_1,84
sky130_fd_sc_hd__xor2_1,79
sky130_fd_sc_hd__buf_4,65
sky130_fd_sc_hd__nor3_1,62
sky130_fd_sc_hd__a211oi_1,42
sky130_fd_sc_hd__nand4_1,41
sky130_fd_sc_hd__clkbuf_1,33
sky130_fd_sc_hd__clkinv_2,33
sky130_fd_sc_hd__diode_2,32
sky130_fd_sc_hd__o211ai_1,31
sky130_fd_sc_hd__and3_1,30
sky130_fd_sc_hd__a211oi_2,29
sky130_fd_sc_hd__a21o_1,25
sky130_fd_sc_hd__nand2b_1,22
sky130_fd_sc_hd__or3_1,22
Power and IR drop assume default switching activity.
